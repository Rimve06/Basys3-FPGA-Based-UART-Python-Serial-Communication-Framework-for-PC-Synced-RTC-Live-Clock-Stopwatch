==> flow/design.v <==
`timescale 1ns / 1ps
module top_module(
    input  wire        clkr,
    input  wire        rxr,
    input  wire [4:0]  btnr,
    output wire        spr,
    output wire [7:0]  hr,
    output wire [7:0]  mr,
    output wire [4:0]  date,
    output wire [4:0]  month,
    output wire [7:0]  year,
    output wire [6:0]  seg,
    output wire [3:0]  an,
    output wire        dp
);
    reg [4:0] btnr_prev;
    reg [4:0] btnr_sync;
    wire btn_time_edge;
    wire btn_date_edge;
    wire btn_stopwatch;
    wire btn_sw_reset;       
    wire btn_sw_startstop;   
    always @(posedge clkr) begin
        btnr_sync <= btnr;
        btnr_prev <= btnr_sync;
    end
    assign btn_time_edge = btnr_sync[0] && !btnr_prev[0];
    assign btn_date_edge = btnr_sync[1] && !btnr_prev[1];
    assign btn_stopwatch = btnr_sync[2];   
    assign btn_sw_reset = btnr_sync[3] && !btnr_prev[3];      
    assign btn_sw_startstop = btnr_sync[4] && !btnr_prev[4];  
    reg tx_start;
    reg [7:0] tx_data;
    wire tx_busy;
    wire tx_out;
    uart_tx #(
        .BAUD_RATE(9600),
        .CLOCK_FREQ(100_000_000)
    ) uart_tx_inst (
        .clk(clkr),
        .tx_start(tx_start),
        .tx_data(tx_data),
        .tx(tx_out),
        .tx_busy(tx_busy)
    );
    assign spr = tx_out;
    reg [1:0] tx_state;
    localparam TX_IDLE = 0, TX_WAIT_BUSY = 1, TX_WAIT_DONE = 2;
    always @(posedge clkr) begin
        case(tx_state)
            TX_IDLE: begin
                tx_start <= 0;
                if (btn_time_edge) begin
                    tx_data <= 8'd0;
                    tx_start <= 1;
                    tx_state <= TX_WAIT_BUSY;
                end
                else if (btn_date_edge) begin
                    tx_data <= 8'd1;
                    tx_start <= 1;
                    tx_state <= TX_WAIT_BUSY;
                end
            end
            TX_WAIT_BUSY: begin
                tx_start <= 0;
                if (tx_busy) begin
                    tx_state <= TX_WAIT_DONE;
                end
            end
            TX_WAIT_DONE: begin
                if (!tx_busy) begin
                    tx_state <= TX_IDLE;
                end
            end
            default: tx_state <= TX_IDLE;
        endcase
    end
    wire rx_ready;
    wire [7:0] rx_data;
    uart_rx #(
        .BAUD_RATE(9600),
        .CLOCK_FREQ(100_000_000)
    ) uart_rx_inst (
        .clk(clkr),
        .rx(rxr),
        .rx_ready(rx_ready),
        .rx_data(rx_data)
    );
    reg [2:0] rx_state;
    reg [1:0] byte_count;
    localparam RX_IDLE = 0, RX_TIME = 1, RX_DATE = 2;
    reg [7:0] hr_reg, mr_reg, sec_reg;
    reg [4:0] date_reg, month_reg;
    reg [7:0] year_reg;
    assign hr = hr_reg;
    assign mr = mr_reg;
    assign date = date_reg;
    assign month = month_reg;
    assign year = year_reg;
    reg [27:0] clk_1hz_counter;
    reg clk_1hz_pulse;
    always @(posedge clkr) begin
        if (clk_1hz_counter == 100_000_000 - 1) begin
            clk_1hz_counter <= 0;
            clk_1hz_pulse <= 1;
        end else begin
            clk_1hz_counter <= clk_1hz_counter + 1;
            clk_1hz_pulse <= 0;
        end
    end
    always @(posedge clkr) begin
        case(rx_state)
            RX_IDLE: begin
                byte_count <= 0;
                if (btn_time_edge) begin
                    rx_state <= RX_TIME;
                end
                else if (btn_date_edge) begin
                    rx_state <= RX_DATE;
                end
                else if (clk_1hz_pulse) begin
                    if (sec_reg == 59) begin
                        sec_reg <= 0;
                        if (mr_reg == 59) begin
                            mr_reg <= 0;
                            if (hr_reg == 23) begin
                                hr_reg <= 0;
                            end else begin
                                hr_reg <= hr_reg + 1;
                            end
                        end else begin
                            mr_reg <= mr_reg + 1;
                        end
                    end else begin
                        sec_reg <= sec_reg + 1;
                    end
                end
            end
            RX_TIME: begin
                if (rx_ready) begin
                    case(byte_count)
                        2'd0: hr_reg <= rx_data;
                        2'd1: mr_reg <= rx_data;
                        2'd2: sec_reg <= rx_data;
                    endcase
                    if (byte_count == 2'd2) begin
                        rx_state <= RX_IDLE;
                    end else begin
                        byte_count <= byte_count + 1;
                    end
                end
            end
            RX_DATE: begin
                if (rx_ready) begin
                    case(byte_count)
                        2'd0: date_reg <= rx_data[4:0];
                        2'd1: month_reg <= rx_data[4:0];
                        2'd2: year_reg <= rx_data;
                    endcase
                    if (byte_count == 2'd2) begin
                        rx_state <= RX_IDLE;
                    end else begin
                        byte_count <= byte_count + 1;
                    end
                end
            end
            default: rx_state <= RX_IDLE;
        endcase
    end
    wire [6:0] seg_sw;
    wire [3:0] an_sw;
    wire dp_sw;
    stopwatch_simple sw_inst (
        .CLK100MHZ(clkr),
        .btn_reset(btn_sw_reset),
        .btn_startstop(btn_sw_startstop),
        .seg(seg_sw),
        .an(an_sw),
        .dp(dp_sw)
    );
    wire [6:0] seg_time;
    wire [3:0] an_time;
    wire dp_time;
    reg display_mode;
    always @(posedge clkr) begin
        if (btn_time_edge) begin
            display_mode <= 0;   
        end else if (btn_date_edge) begin
            display_mode <= 1;   
        end
    end
    seven_seg_display display_inst (
        .clk(clkr),
        .hr(hr_reg),
        .mr(mr_reg),
        .date(date_reg),
        .month(month_reg),
        .mode(display_mode),
        .seg(seg_time),
        .an(an_time),
        .dp(dp_time)
    );
    assign seg = btn_stopwatch ? seg_sw : seg_time;
    assign an = btn_stopwatch ? an_sw : an_time;
    assign dp = btn_stopwatch ? dp_sw : dp_time;
endmodule
module seven_seg_display(
    input wire clk,
    input wire [7:0] hr,
    input wire [7:0] mr,
    input wire [4:0] date,
    input wire [4:0] month,
    input wire mode,   
    output reg [6:0] seg,
    output reg [3:0] an,
    output wire dp
);
    assign dp = 1'b1;   
    wire [3:0] hr_tens = hr / 10;
    wire [3:0] hr_ones = hr % 10;
    wire [3:0] mr_tens = mr / 10;
    wire [3:0] mr_ones = mr % 10;
    wire [3:0] date_tens = date / 10;
    wire [3:0] date_ones = date % 10;
    wire [3:0] month_tens = month / 10;
    wire [3:0] month_ones = month % 10;
    reg [1:0] digit_select;
    reg [16:0] refresh_counter;
    always @(posedge clk) begin
        refresh_counter <= refresh_counter + 1;
        if (refresh_counter == 100000) begin
            refresh_counter <= 0;
            digit_select <= digit_select + 1;
        end
    end
    reg [3:0] bcd_digit;
    always @(*) begin
        if (mode == 0) begin
            case(digit_select)
                2'b00: begin an = 4'b1110; bcd_digit = mr_ones; end
                2'b01: begin an = 4'b1101; bcd_digit = mr_tens; end
                2'b10: begin an = 4'b1011; bcd_digit = hr_ones; end
                2'b11: begin an = 4'b0111; bcd_digit = hr_tens; end
            endcase
        end else begin
            case(digit_select)
                2'b00: begin an = 4'b1110; bcd_digit = month_ones; end
                2'b01: begin an = 4'b1101; bcd_digit = month_tens; end
                2'b10: begin an = 4'b1011; bcd_digit = date_ones; end
                2'b11: begin an = 4'b0111; bcd_digit = date_tens; end
            endcase
        end
    end
    always @(*) begin
        case(bcd_digit)
            4'd0: seg = 7'b1000000;
            4'd1: seg = 7'b1111001;
            4'd2: seg = 7'b0100100;
            4'd3: seg = 7'b0110000;
            4'd4: seg = 7'b0011001;
            4'd5: seg = 7'b0010010;
            4'd6: seg = 7'b0000010;
            4'd7: seg = 7'b1111000;
            4'd8: seg = 7'b0000000;
            4'd9: seg = 7'b0010000;
            default: seg = 7'b1111111;
        endcase
    end
endmodule
module uart_tx #(
    parameter BAUD_RATE = 9600,
    parameter CLOCK_FREQ = 100_000_000
)(
    input wire clk,
    input wire tx_start,
    input wire [7:0] tx_data,
    output reg tx,
    output reg tx_busy
);
    localparam integer CLK_PER_BIT = CLOCK_FREQ / BAUD_RATE;
    reg [15:0] clk_count;
    reg [3:0] bit_index;
    reg [7:0] tx_data_reg;
    reg [2:0] state;
    localparam IDLE = 3'd0;
    localparam START_BIT = 3'd1;
    localparam DATA_BITS = 3'd2;
    localparam STOP_BIT = 3'd3;
    initial begin
        tx = 1'b1;
        tx_busy = 1'b0;
        state = IDLE;
        clk_count = 0;
        bit_index = 0;
    end
    always @(posedge clk) begin
        case(state)
            IDLE: begin
                tx <= 1'b1;
                clk_count <= 0;
                bit_index <= 0;
                tx_busy <= 1'b0;
                if (tx_start) begin
                    tx_data_reg <= tx_data;
                    tx_busy <= 1'b1;
                    state <= START_BIT;
                end
            end
            START_BIT: begin
                tx <= 1'b0;
                if (clk_count < CLK_PER_BIT - 1) begin
                    clk_count <= clk_count + 1;
                end else begin
                    clk_count <= 0;
                    state <= DATA_BITS;
                end
            end
            DATA_BITS: begin
                tx <= tx_data_reg[bit_index];
                if (clk_count < CLK_PER_BIT - 1) begin
                    clk_count <= clk_count + 1;
                end else begin
                    clk_count <= 0;
                    if (bit_index < 7) begin
                        bit_index <= bit_index + 1;
                    end else begin
                        bit_index <= 0;
                        state <= STOP_BIT;
                    end
                end
            end
            STOP_BIT: begin
                tx <= 1'b1;
                if (clk_count < CLK_PER_BIT - 1) begin
                    clk_count <= clk_count + 1;
                end else begin
                    clk_count <= 0;
                    state <= IDLE;
                end
            end
            default: state <= IDLE;
        endcase
    end
endmodule
module uart_rx #(
    parameter BAUD_RATE = 9600,
    parameter CLOCK_FREQ = 100_000_000
)(
    input wire clk,
    input wire rx,
    output reg rx_ready,
    output reg [7:0] rx_data
);
    localparam integer CLK_PER_BIT = CLOCK_FREQ / BAUD_RATE;
    reg [15:0] clk_count;
    reg [3:0] bit_index;
    reg [7:0] rx_data_reg;
    reg [2:0] state;
    reg rx_sync, rx_prev;
    localparam IDLE = 3'd0;
    localparam START_BIT = 3'd1;
    localparam DATA_BITS = 3'd2;
    localparam STOP_BIT = 3'd3;
    initial begin
        rx_ready = 1'b0;
        rx_data = 8'd0;
        state = IDLE;
        clk_count = 0;
        bit_index = 0;
    end
    always @(posedge clk) begin
        rx_sync <= rx;
        rx_prev <= rx_sync;
    end
    always @(posedge clk) begin
        rx_ready <= 1'b0;
        case(state)
            IDLE: begin
                clk_count <= 0;
                bit_index <= 0;
                if (rx_prev == 1'b1 && rx_sync == 1'b0) begin
                    state <= START_BIT;
                end
            end
            START_BIT: begin
                if (clk_count < (CLK_PER_BIT / 2) - 1) begin
                    clk_count <= clk_count + 1;
                end else begin
                    clk_count <= 0;
                    if (rx_sync == 1'b0) begin
                        state <= DATA_BITS;
                    end else begin
                        state <= IDLE;
                    end
                end
            end
            DATA_BITS: begin
                if (clk_count < CLK_PER_BIT - 1) begin
                    clk_count <= clk_count + 1;
                end else begin
                    clk_count <= 0;
                    rx_data_reg[bit_index] <= rx_sync;
                    if (bit_index < 7) begin
                        bit_index <= bit_index + 1;
                    end else begin
                        bit_index <= 0;
                        state <= STOP_BIT;
                    end
                end
            end
            STOP_BIT: begin
                if (clk_count < CLK_PER_BIT - 1) begin
                    clk_count <= clk_count + 1;
                end else begin
                    clk_count <= 0;
                    rx_ready <= 1'b1;
                    rx_data <= rx_data_reg;
                    state <= IDLE;
                end
            end
            default: state <= IDLE;
        endcase
    end
endmodule
module stopwatch_simple(
    input  wire CLK100MHZ,
    input  wire btn_reset,       
    input  wire btn_startstop,   
    output reg  [6:0] seg,
    output reg  [3:0] an,
    output wire dp
);
    assign dp = 1'b1;   
    reg running;
    always @(posedge CLK100MHZ) begin
        if (btn_reset) begin
            running <= 0;   
        end else if (btn_startstop) begin
            running <= ~running;   
        end
    end
    reg [26:0] cnt;
    reg tick_10hz;
    always @(posedge CLK100MHZ) begin
        if (cnt == 10_000_000 - 1) begin   
            cnt <= 0;
            tick_10hz <= 1;
        end else begin
            cnt <= cnt + 1;
            tick_10hz <= 0;
        end
    end
    reg [5:0] seconds;   
    reg [5:0] minutes;   
    reg [3:0] centisec;  
    always @(posedge CLK100MHZ) begin
        if (btn_reset) begin
            seconds <= 0;
            minutes <= 0;
            centisec <= 0;
        end else if (running && tick_10hz) begin
            if (centisec == 9) begin
                centisec <= 0;
                if (seconds == 59) begin
                    seconds <= 0;
                    if (minutes == 59) begin
                        minutes <= 0;
                    end else begin
                        minutes <= minutes + 1;
                    end
                end else begin
                    seconds <= seconds + 1;
                end
            end else begin
                centisec <= centisec + 1;
            end
        end
    end
    wire [3:0] s1 = seconds % 10;
    wire [3:0] s10 = seconds / 10;
    wire [3:0] m1 = minutes % 10;
    wire [3:0] m10 = minutes / 10;
    reg [1:0] sel;
    reg [16:0] refresh_cnt;
    always @(posedge CLK100MHZ) begin
        refresh_cnt <= refresh_cnt + 1;
        if (refresh_cnt == 100_000) begin
            refresh_cnt <= 0;
            sel <= sel + 1;
        end
    end
    reg [3:0] digit;
    always @(*) begin
        case(sel)
            2'b00: begin an = 4'b1110; digit = s1; end    
            2'b01: begin an = 4'b1101; digit = s10; end   
            2'b10: begin an = 4'b1011; digit = m1; end    
            2'b11: begin an = 4'b0111; digit = m10; end   
        endcase
    end
    always @(*) begin
        case(digit)
            4'd0: seg = 7'b1000000;
            4'd1: seg = 7'b1111001;
            4'd2: seg = 7'b0100100;
            4'd3: seg = 7'b0110000;
            4'd4: seg = 7'b0011001;
            4'd5: seg = 7'b0010010;
            4'd6: seg = 7'b0000010;
            4'd7: seg = 7'b1111000;
            4'd8: seg = 7'b0000000;
            4'd9: seg = 7'b0010000;
            default: seg = 7'b1111111;
        endcase
    end
endmodule
==> flow/run.sh <==
#!/bin/bash
# OpenROAD 26Q1-2900-gdf79404cd8, Yosys 0.63+post, stock flow scripts
make -C /OpenROAD-flow-scripts/flow DESIGN_CONFIG=/design/flow/config.mk WORK_HOME=/design/flow/orfs finish
==> flow/config.mk <==
export PLATFORM = sky130hd
export DESIGN_NAME = top_module
export DESIGN_NICKNAME = top_module
export VERILOG_FILES = /design/flow/design.v
export SDC_FILE = /design/flow/constraint.sdc
export NUM_CORES = 4
export LEC_CHECK = 1
export CORE_UTILIZATION = 30
==> flow/constraint.sdc <==
current_design top_module

set clk_period 8.1
set clk_io_pct 0.2

create_clock -name clk0 -period $clk_period [get_ports {clkr}]

set non_clock_inputs [all_inputs -no_clocks]
set_input_delay [expr $clk_period * $clk_io_pct] -clock clk0 $non_clock_inputs
set_output_delay [expr $clk_period * $clk_io_pct] -clock clk0 [all_outputs]
==> notes.md <==
flow finished, numbers: DRC violations left=0, H-tree Lvls=1, most common cell in the netlist=nor2_1, Post-synth ARST share=0%, most common flop cell mapped by yosys=dfxtp_1, final setup vio count=0, Die ar.=45840 um^2, Yosys top cell by area=edfxtp_1, width of the die=214.1 um, R2R cell count=11, row count=77, Fin Setup TNS=0 ns, final instance area=15920 um^2, post-layout util=35.93%, Initial DRC Count=738, TritonCTS clock tree=done, Initial Util=30.45%, Max rail drop VDD=130.1 uV, Worst Max-Slew Pin Slew=0.9029 ns, initial antenna violation count=0, critical path class=flip-flop to output pin, Pleak=5.921 nW, post-synth area from yosys stat=13500 um^2, worst endpoint required time=6.48 ns, Clock transition at path regs=0.06 ns, Max-Cap Viols=0, CP max FO=6, share of cells above drive strength 1=8.648%, gpl congestion=0.9084, Hold WS=0.3458 ns, number of standard cells reported by yosys=1444, Final Cycle Share=95.84%, Worst Setup Start Kind=flip-flop, slew margin rel.=39.80%, PortBufs=52, YS warnings=5, Post-Place Cell Area=14820 um^2, sequential fraction of the synthesis area=43.98%, Final Max Slew Viols=0, Syn Inst Count=1444, max reg flops=28, total wire length=28.18 mm, Total Power=4.800 mW, antenna viol nets, final=0, vias per inst=4.833, top cell type's share of synthesized area=26.03%, total CTS buffers=26, pin count of the biggest net entering global routing=28, drt first pass iters=5, # IOs=54, Die Span Y=214.1 um, status=completed, Post-Syn Area per Cell=9.346 um^2, worst hold path class=flip-flop to flip-flop, clk latency of the worst-skew pair=0.52 ns, Crit path arrival time=6.14 ns, Synth-to-Final Area Change=18.00%, vias in the first global route=9600, flop2flop setup slack=5.33 ns, top cells by area, synth=edfxtp_1, dfxtp_1, ha_1, core region area=44320 um^2, Vias=10410, clk buf depth=3, CTS Sinks=238, mapped cell area=13500 um^2, Antenna diodes=0, fin crit period=7.763 ns, routed len/inst=13.09 um, first-pass GRT wire length=46.84 mm, Detailed Place HPWL=20.49 mm, EDFF count, synth=117, ys flops=238, Critical Path Sink Type=output pin, cell area power density=301.4 nW/um^2, Synth top cells by count=nor2_1, nand2_1, dfxtp_1, edfxtp_1, o21ai_0, Setup Skew=0.01738 ns, Remaining Overflow, GRT=0, Global Route Usage Sum=12.44%, Largest regs=clk_1hz_counter (28), sw_inst.cnt (27), post-synthesis cell type count=92, OpenROAD warnings=57, f_max=128.8 MHz, clk root buf=clkbuf_16, Hold Path Stages=0, Fin. Hold Viols=0, Largest Register=clk_1hz_counter, CTS Hold Bufs=0
-- report_power, final --
part | switching (mW) | internal [mW] | total [mW] | leakage [nW]
clock network | 0.478 | 0.737 | 1.21 | 0.439
logic | 1.03 | 0.780 | 1.81 | 3.37
registers | 0.224 | 1.55 | 1.77 | 2.12
total | 1.73 | 3.07 | 4.80 | 5.92
-- what timing repair did --
action	4_1_cts	5_1_grt
resized	7	20
endpoints found under the setup margin	6	7
buffers inserted	0	8
endpoints found under the hold margin	0	0
pin swaps	0	12
-- cell families after synthesis --
group                    count (synthesis)  synth area share [%]
AND/OR/NAND/NOR                        591                 21.45
flip-flops                             238                 43.98
other                                    2               0.05565
adder cells (fa/ha/maj)                 64                 5.897
buffers and inverters                  104                 3.078
AND-OR/OR-AND                          257                 12.39
multiplexers                            57                 4.589
XOR/XNOR                               131                 8.557
-- metal layers --
layer  global-route usage [%]  share of wire (%)  vias to the layer above
met2                    19.30                 44                      229
met4                    2.190                2.1                        0
li1                         -                  -                     5344
met3                    2.855                5.9                       45
met1                    18.45                 48                     4788
met5                        0                  0                        -
-- layout make-up --
class,instances,area [um^2]
Inverter,63,236.5
Timing Repair Buffer,75,695.7
Clock inverter,14,136.4
Tap cell,592,740.7
Sequential cell,238,5936
Multi-Input combinational cell,1137,7406
Fill cell,4308,28390
Clock buffer,34,773.2
-- worst paths after layout --
check | startpoint | to
min | btnr_sync[4]$_DFF_P_ | btnr_prev[4]$_DFF_P_
max | display_inst.digit_select[0]$_DFFE_PN_ | seg[1]
max reg2reg | uart_rx_inst.clk_count[0]$_DFFE_PP_ | uart_rx_inst.clk_count[2]$_DFFE_PP_
min reg2reg | btnr_sync[4]$_DFF_P_ | btnr_prev[4]$_DFF_P_
-- metrics by stage --
stage | std cells | setup slack [ns]
finish | 2153 | 0.3373
CTS | 2145 | 0.006813
global route | 2153 | -0.008152
detailed placement | 2097 | 0.2616
global placement | 2097 | 0.4473
floorplan | 1479 | 0.7948
-- cells in the final DEF (no fill, tap or decap), types with 11 or more instances in the layout --
master / Yosys / layout
buf_4: 2 / 23
o21a_1: 13 / 13
and3_1: 31 / 31
nor2b_1: 23 / 23
mux2_2: 20 / 20
nand2_1: 123 / 123
clkdlybuf4s50_1: 0 / 51
or3_1: 15 / 15
clkbuf_16: 0 / 28
mux2i_1: 32 / 31
nor2_1: 179 / 179
conb_1: 2 / 37
o21ai_0: 75 / 75
ha_1: 62 / 59
edfxtp_1: 117 / 117
xor2_1: 60 / 60
xnor2_1: 70 / 70
nand4_1: 30 / 30
nand3_1: 69 / 69
a211oi_1: 11 / 11
a31oi_1: 12 / 11
a21oi_1: 58 / 57
inv_1: 62 / 61
dfxtp_1: 121 / 121
nor3_1: 41 / 40
-- critical path, cell delays in order (launching register included) --
cell	delay, ns
edfxtp_1	0.44
inv_2	0.13
ha_4	0.19
mux2i_4	0.31
nor2_1	0.08
ha_1	0.20
o21bai_2	0.21
ha_1	0.33
nand2b_4	0.16
o32a_1	0.40
nand2_1	0.11
nand4_1	0.17
and2_4	0.26
a31oi_4	0.22
nor3_4	0.09
maj3_1	0.37
mux2i_2	0.21
nand3_1	0.13
xnor2_1	0.17
a21o_1	0.22
ha_1	0.31
or2_2	0.29
a21oi_1	0.14
clkdlybuf4s50_1	0.47
No activity file was given, so power comes from the tool's default toggle rates.
